==> flow/design.v <==
module IDEX 
(
    clk_i,  
    start_i, 	    
    RegWrite_i,  
    RegWrite_o, 
    MemtoReg_i, 
    MemtoReg_o,
    MemRead_i, 
    MemRead_o, 
    MemWrite_i, 
    MemWrite_o, 
    RegDst_i,  
    RegDst_o, 
    ALUOp_i, 
    ALUOp_o, 
    ALUSrc_i, 
    ALUSrc_o, 
    addr_i,  
    addr_o,  
    RSdata_i,  
    RSdata_o, 
    RTdata_i, 
    RTdata_o, 
    Sign_Extend_i,  
    Sign_Extend_o,
    RSaddr_i,
    RSaddr_o,
    RTaddr_i,  
    RTaddr_o,         
    RDaddr_i,          
    RDaddr_o
);
input clk_i, start_i;
input RegWrite_i,  
      MemtoReg_i, 
      MemRead_i,
      MemWrite_i, 
      RegDst_i,  
      ALUSrc_i;
input [1:0] ALUOp_i;
input [4:0] RSaddr_i,
	    RTaddr_i, 
	    RDaddr_i;
input [31:0] addr_i, 
	     Sign_Extend_i,
	     RSdata_i, 
	     RTdata_i;
output RegWrite_o,  
       MemtoReg_o, 
       MemRead_o,
       MemWrite_o, 
       RegDst_o,  
       ALUSrc_o;
output [1:0] ALUOp_o;
output [4:0] RSaddr_o,
	     RTaddr_o, 
	     RDaddr_o;
output [31:0] addr_o, 
	      Sign_Extend_o, 
	      RSdata_o, 
	      RTdata_o;
reg RegWrite_o,  
    MemtoReg_o, 
    MemRead_o, 
    MemWrite_o, 
    RegDst_o, 
    ALUSrc_o; 
reg [1:0] ALUOp_o;  
reg [4:0] RSaddr_o,
	  RTaddr_o,  
	  RDaddr_o; 
reg [31:0]  addr_o,  
	    Sign_Extend_o, 
	    RSdata_o, 
	    RTdata_o;
always @ ( posedge clk_i or negedge start_i) begin
    if (~start_i) begin
	RegWrite_o <= 0;
	MemtoReg_o <= 0;
	MemRead_o <= 0;
	MemWrite_o <= 0;
	RegDst_o <= 0;
	ALUSrc_o <= 0;
	ALUOp_o <= 0;
	RSaddr_o <= 0;
	RTaddr_o <= 0;
	RDaddr_o <= 0;
	addr_o <= 0;
	Sign_Extend_o <= 0;
	RSdata_o <= 0;
	RTdata_o <= 0;
    end
    else begin
	RegWrite_o <= RegWrite_i;
	MemtoReg_o <= MemtoReg_i;
	MemRead_o <= MemRead_i;
	MemWrite_o <= MemWrite_i;
	RegDst_o <= RegDst_i;
	ALUSrc_o <= ALUSrc_i;
	ALUOp_o <= ALUOp_i;
	RSaddr_o <= RSaddr_i;
	RTaddr_o <= RTaddr_i;
	RDaddr_o <= RDaddr_i;
	addr_o <= addr_i;
	Sign_Extend_o <= Sign_Extend_i;
	RSdata_o <= RSdata_i;
	RTdata_o <= RTdata_i;
    end
end
endmodule
==> flow/run.sh <==
#!/bin/bash
# OpenROAD 26Q1-2900-gdf79404cd8, Yosys 0.63+post, stock flow scripts
make -C /OpenROAD-flow-scripts/flow DESIGN_CONFIG=/design/flow/config.mk WORK_HOME=/design/flow/orfs finish
==> flow/config.mk <==
export PLATFORM = sky130hd
export DESIGN_NAME = IDEX
export DESIGN_NICKNAME = IDEX
export VERILOG_FILES = /design/flow/design.v
export SDC_FILE = /design/flow/constraint.sdc
export NUM_CORES = 4
export LEC_CHECK = 1
export CORE_AREA = 10 10 205 205
export DIE_AREA = 0 0 215 215
==> flow/constraint.sdc <==
current_design IDEX

set clk_period 1.0
set clk_io_pct 0.2

create_clock -name clk0 -period $clk_period [get_ports {clk_i}]

set non_clock_inputs [all_inputs -no_clocks]
set_input_delay [expr $clk_period * $clk_io_pct] -clock clk0 $non_clock_inputs
set_output_delay [expr $clk_period * $clk_io_pct] -clock clk0 [all_outputs]
==> qor.yml <==
synth:
  avgSynthCellArea_um2: 25.0
  ys_seq_share_pct: 100
  syn_area_mm2: 0.00378
  numSynthFlops: 151
  yosys_warnings: 1
  ys_area_mm2: 0.00378
  yosys-stat-cells: 151
  ys_types: 1
  synthCells: 151
timing:
  max_freq_ghz: 0.852
  post-route-period-util_pct: 117
  fin_ws_ns: -0.173
  worst_slew_pin_slew_ns: 0.297
  worst_slew_margin_rel_pct: 80.2
  slew_viol_final: 0
  layout_min_cycle_time_ns: 1.17
  setup_viol: 151
  rsz0062_at_grt: "true"
  finalHoldViolCount: 0
clocking:
  numCtsBuffers: 17
  clock_path_buffers: 2
  cts_root_buffer: "clkbuf_16"
  cts_tree: "done"
  htree_levels: 4
  clkSinkCount: 151
  clk_pin_slew_ns: 0.07
power:
  switching_share_pct: 22.8
  clockPowerShare_pct: 45.2
  pwr-share-seq_pct: 47.0
  p_leak_nw: 3.30
  switchingPower_w: 0.00314
  power.internal_w: 0.0107
  power_density_mw_per_mm2: 1860
  total_power_w: 0.0138
  combPwrFrac_pct: 7.8
  vdd_drop_max_uv: 1200
cells_and_area:
  logic_gates: 0
  final_cell_mix: "dfrtp_1 (151), clkdlybuf4s50_1 (151), buf_2 (151)"
  fin_cells: 1010
  drive_gt1_share_pct: 39.0
  logic_area_um2: 0
  area_delta_synth_final_pct: 96.0
place:
  placed_cells: 973
  globalplace.congestion: 0.798
  dpl.hpwl_mm: 13.6
  port_buffers: 303
worst_setup_path:
  critical_path_required_ns: 0.80
  crit_fanout: 1
  cp_num_buf_inv: 1
  cpPeakStageDelay_ns: 0.40
  crit_family: "flip-flops"
  critPathKind: "flip-flop to output pin"
  crit_slowest_cell: "dfrtp_1"
  timing.critical_path.cells: "buf_2"
  crit_path_end_kind: "output pin"
  cp.arrival_ns: 0.97
  worstSetupStartpointType: "flip-flop"
outcome:
  violations: "negative setup slack"
  status: "complete, but fails checks"
detailed_routing:
  first_pass_iters: 4
  routedWlPerCell_um: 16.3
  dr_total_vias: 2540
  wl_mm: 16.5
  drcViolationCount: 0
  drtIter0Drc: 62
  routed_via_density: 2.51
  drtAntennaViolNets: 0
run:
  max_cap_viol_count: 0
  warnings: 27
floorplanning:
  die_h_um: 215
  die_w_um: 215
  rows: 71
  core_mm2: 0.0376
  fp_util_pct: 10.1
  num_io_pins: 304
  die-area_mm2: 0.0462
global_route:
  grt_pass1_wl_mm: 23.1
  grt_overflow: 0
  track_usage_pct: 7.11
  antenna_found_initial: 15
  grt_max_degree: 52
  grt_pass1_vias: 2884
hold_path:
  min_from: "RTdata_i[6]"
  hold_end: "RTdata_o[6]"
  min_path_type: "input pin to flip-flop"
  min_delay_path_depth: 1
==> what timing repair did <==
item | CTS | global route
resized | 475 | 0
hold buffers | 1 | 0
setup endpoints to repair | 151 | 151
endpoints found under the hold margin | 151 | 0
setup buffers | 0 | 0
==> Yosys cell counts (all sizes together) <==
cell type,instances,area [um^2]
dfrtp,151,3780
==> routing by layer <==
layer  up-vias  wire length, um  global-route usage, %  part of all wire [%]
li1       1143                -                      -                     -
met1      1157             6600                   8.67                    40
met2       205             6520                   9.38                    40
met3        25             2950                   6.19                    18
met4        10              352                   1.24                   2.1
met5         -               63                      0                  0.38
==> sequential cells by signal, indices dropped and copies added, names as in the netlist <==
signal         count
Sign_Extend_o     32
RTdata_o          32
MemRead_o          1
MemtoReg_o         1
RTaddr_o           5
RegDst_o           1
RSaddr_o           5
RegWrite_o         1
RSdata_o          32
addr_o            32
RDaddr_o           5
MemWrite_o         1
ALUSrc_o           1
ALUOp_o            2
==> logic make-up after synthesis <==
| kind of cell | count (synthesis) | share of synthesized area, % |
|---|---|---|
| DFF | 151 | 100 |
==> cell type report <==
class	instances	area, um^2
antenna	2	5.00
sequential	151	3780
fill	4040	30200
timing repair buffer	314	2410
tap	511	639
clock buffer	17	425
clock inverter	15	144
==> worst max path at each step <==
stage                  from           endpoint  depth (start not counted)
4_1_cts   Sign_Extend_o[16]  Sign_Extend_o[16]                          1
5_1_grt           addr_o[8]          addr_o[8]                          1
6_report  Sign_Extend_o[16]  Sign_Extend_o[16]                          1
==> power by group through the flow <==
| stage | Sequential, W | Combinational, W | Clock [W] |
|---|---|---|---|
| 4_1_cts | 0.00648 | 0.00113 | 0.00661 |
| 5_1_grt | 0.00651 | 0.00119 | 0.00683 |
| 6_report | 0.00648 | 0.00108 | 0.00624 |
==> per-stage QoR <==
step           worst slack [ns]  utilization, %  setup TNS [ns]  hold slack [ns]  instance area (um^2)
2_1_floorplan             0.488               -               0          -0.0956                  3780
3_3_place_gp            -0.0420            20.1          -0.177           0.0864                  7540
3_5_place_dp            -0.0411            20.1          -0.194           0.0847                  7540
4_1_cts                  -0.226            19.7          -25.51            0.133                  7400
5_1_grt                  -0.228            19.7          -26.88            0.143                  7400
6_report                 -0.173            19.7          -16.58            0.187                  7410
Power is estimated from default activity; no workload was simulated.
