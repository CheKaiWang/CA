==> /design/flow/run.sh <==
#!/bin/bash
# OpenROAD 26Q1-2900-gdf79404cd8, Yosys 0.63+post, stock flow scripts
make -C /OpenROAD-flow-scripts/flow DESIGN_CONFIG=/design/flow/config.mk WORK_HOME=/design/flow/orfs finish
==> /design/flow/config.mk <==
export PLATFORM = sky130hd
export DESIGN_NAME = dcache_top
export DESIGN_NICKNAME = dcache_top
export VERILOG_FILES = /design/flow/design.v
export SDC_FILE = /design/flow/constraint.sdc
export NUM_CORES = 4
export LEC_CHECK = 1
export CORE_UTILIZATION = 40
export SYNTH_MEMORY_MAX_BITS = 65536
==> /design/flow/design.v <==
module dcache_data_sram
(
	clk_i,
	addr_i,
	data_i,
	enable_i,
	write_i,
	data_o
);
input				  clk_i;
input	[4:0]		addr_i;
input	[255:0]	data_i;
input				  enable_i;
input				  write_i;
output	[255:0] 	data_o;
reg		[255:0]		memory 			[0:31];	
always@(posedge clk_i) begin
    if(enable_i && write_i) begin
		memory[addr_i]   <= data_i;
	end
end
assign 	data_o = (enable_i) ? memory[addr_i] : 256'b0;
endmodule
module dcache_tag_sram
(
	clk_i,
	addr_i,
	data_i,
	enable_i,
	write_i,
	data_o
);
input				  clk_i;
input	[4:0]		addr_i;
input	[23:0]	data_i;
input				  enable_i;
input				  write_i;
output	[23:0] 		data_o;
reg		[23:0]		memory 			[0:31];	
always@(posedge clk_i) begin
    if(enable_i && write_i) begin
		memory[addr_i]   <= data_i;
	end
end
assign 	data_o = (enable_i) ? memory[addr_i] : 24'b0;
endmodule
module dcache_top
(
	clk_i,
	rst_i,
	mem_data_i,
	mem_ack_i,
	mem_data_o,
	mem_addr_o,
	mem_enable_o,
	mem_write_o,
	p1_data_i,
	p1_addr_i,
	p1_MemRead_i,
	p1_MemWrite_i,
	p1_data_o,
	p1_stall_o
);
input				clk_i;
input				rst_i;
input	[256-1:0]	  mem_data_i;
input				      mem_ack_i;
output	[256-1:0]	mem_data_o;
output	[32-1:0]	mem_addr_o;
output				    mem_enable_o;
output				    mem_write_o;
input	[32-1:0]	p1_data_i;
input	[32-1:0]	p1_addr_i;
input				    p1_MemRead_i;
input				    p1_MemWrite_i;
output	[32-1:0]p1_data_o;
output				  p1_stall_o;
wire	[4:0]		  cache_sram_index;
wire				    cache_sram_enable;
wire	[23:0]		cache_sram_tag;
wire	[255:0]		cache_sram_data;
wire				    cache_sram_write;
wire	[23:0]		sram_cache_tag;
wire	[255:0]		sram_cache_data;
wire				sram_valid;
wire				sram_dirty;
parameter 			STATE_IDLE			  = 3'h0,
					      STATE_READMISS		= 3'h1,
					      STATE_READMISSOK	= 3'h2,
					      STATE_WRITEBACK		= 3'h3,
					      STATE_MISS			  = 3'h4;
reg		[2:0]		state;
reg					  mem_enable;
reg					  mem_write;
reg					  cache_we;
wire				  cache_dirty;
reg					  write_back;
wire	[4:0]		  p1_offset;
wire	[4:0]		  p1_index;
wire	[21:0]		p1_tag;
wire	[255:0]		r_hit_data;
wire	[21:0]		sram_tag;
wire				    hit;
reg		[255:0]		w_hit_data;
wire				    write_hit;
wire				    p1_req;
reg		[31:0]		p1_data;
assign 	p1_req     = p1_MemRead_i | p1_MemWrite_i;
assign	p1_offset  = p1_addr_i[4:0];
assign	p1_index   = p1_addr_i[9:5];
assign	p1_tag     = p1_addr_i[31:10];
assign	p1_stall_o = ~hit & p1_req;
assign	p1_data_o  = p1_data;
assign	sram_valid = sram_cache_tag[23];
assign	sram_dirty = sram_cache_tag[22];
assign	sram_tag   = sram_cache_tag[21:0];
assign	cache_sram_index  = p1_index;
assign	cache_sram_enable = p1_req;
assign	cache_sram_write  = cache_we | write_hit;
assign	cache_sram_tag    = {1'b1, cache_dirty, p1_tag};
assign	cache_sram_data   = (hit) ? w_hit_data : mem_data_i;
assign	mem_enable_o = mem_enable;
assign	mem_addr_o   = (write_back) ? {sram_tag, p1_index, 5'b0} : {p1_tag, p1_index, 5'b0};
assign	mem_data_o   = sram_cache_data;
assign	mem_write_o  = mem_write;
assign	write_hit    = hit & p1_MemWrite_i;
assign	cache_dirty  = write_hit;
assign hit = ((p1_tag == sram_tag) && sram_valid);
assign r_hit_data = (hit) ? sram_cache_data : 256'b0;  
always@(p1_offset or r_hit_data) begin
  case ( p1_offset )
    5'd0: p1_data <= r_hit_data[31:0];
    5'd4: p1_data <= r_hit_data[63:32];
    5'd8: p1_data <= r_hit_data[95:64];
    5'd12: p1_data <= r_hit_data[127:96];
    5'd16: p1_data <= r_hit_data[159:128];
    5'd20: p1_data <= r_hit_data[191:160];
    5'd24: p1_data <= r_hit_data[223:192];
    5'd28: p1_data <= r_hit_data[255:224];
    default: p1_data <= r_hit_data[255:224];
  endcase
end
always@(p1_offset or r_hit_data or p1_data_i) begin
  case ( p1_offset )
    5'd0: w_hit_data <= {r_hit_data[255:32], p1_data_i};
    5'd4: w_hit_data <= {r_hit_data[255:64], p1_data_i, r_hit_data[31:0]};
    5'd8: w_hit_data <= {r_hit_data[255:96], p1_data_i, r_hit_data[63:0]};
    5'd12: w_hit_data <= {r_hit_data[255:128], p1_data_i, r_hit_data[95:0]};
    5'd16: w_hit_data <= {r_hit_data[255:160], p1_data_i, r_hit_data[127:0]};
    5'd20: w_hit_data <= {r_hit_data[255:192], p1_data_i, r_hit_data[159:0]};
    5'd24: w_hit_data <= {r_hit_data[255:224], p1_data_i, r_hit_data[191:0]};
    5'd28: w_hit_data <= {p1_data_i, r_hit_data[223:0]};
    default: w_hit_data <= {p1_data_i, r_hit_data[223:0]};
  endcase
end
always@(posedge clk_i or negedge rst_i) begin
	if(~rst_i) begin
		state      <= STATE_IDLE;
		mem_enable <= 1'b0;
		mem_write  <= 1'b0;
		cache_we   <= 1'b0;
		write_back <= 1'b0;
	end
	else begin
		case(state)
			STATE_IDLE: begin
				if(p1_req && !hit) begin	 
					state <= STATE_MISS;
				end
				else begin
					state <= STATE_IDLE;
				end
			end
			STATE_MISS: begin
				if(sram_dirty) begin		 
          write_back <= 1'b1;
          mem_write <= 1'b1;
          mem_enable <= 1'b1;
					state <= STATE_WRITEBACK;
				end
				else begin					 
          mem_enable <= 1'b1;
					state <= STATE_READMISS;
				end
			end
			STATE_READMISS: begin
				if(mem_ack_i) begin			 
          mem_enable <= 1'b0;
          cache_we <= 1'b1;  
					state <= STATE_READMISSOK;
				end
				else begin
					state <= STATE_READMISS;
				end
			end
			STATE_READMISSOK: begin			 
        cache_we <= 1'b0;
				state <= STATE_IDLE;
			end
			STATE_WRITEBACK: begin
				if(mem_ack_i) begin			 
          mem_write <= 1'b0;
          write_back <= 1'b0;
					state <= STATE_READMISS;
				end
				else begin
					state <= STATE_WRITEBACK;
				end
			end
		endcase
	end
end
dcache_tag_sram dcache_tag_sram
(
	.clk_i(clk_i),
	.addr_i(cache_sram_index),
	.data_i(cache_sram_tag),
	.enable_i(cache_sram_enable),
	.write_i(cache_sram_write),
	.data_o(sram_cache_tag)
);
dcache_data_sram dcache_data_sram
(
	.clk_i(clk_i),
	.addr_i(cache_sram_index),
	.data_i(cache_sram_data),
	.enable_i(cache_sram_enable),
	.write_i(cache_sram_write),
	.data_o(sram_cache_data)
);
endmodule
==> /design/flow/constraint.sdc <==
current_design dcache_top

set clk_period 214.5
set clk_io_pct 0.2

create_clock -name clk0 -period $clk_period [get_ports {clk_i}]

set non_clock_inputs [all_inputs -no_clocks]
set_input_delay [expr $clk_period * $clk_io_pct] -clock clk0 $non_clock_inputs
set_output_delay [expr $clk_period * $clk_io_pct] -clock clk0 [all_outputs]
==> results_slide.txt <==
Run Summary

CTS
  – Root Driver: clkbuf_16
  – CTS tree: yes
  – Clock-pin transition on the worst setup and hold timing paths: 50 ps
  – CTS resizes: 0
  – Clock Latency Late Sink: 1200 ps
  – Total CTS buffers: 873
  – Clock tree buffer depth: 4
  – Hold buffer count at cts: 0
  – Post-CTS repair timing setup buffer count: 0
  – Htree depth: 6
  – Clk sinks: 8936

Global routing
  – GRT Residual Overflow: 0
  – Initial antenna violation count: 126
  – Total GRT Usage: 30.5%
  – Largest net degree at the start of global routing: 98
  – First-pass GRT wire length: 1610000 µm
  – Vias in the first global route: 191000

Detailed routing
  – DRC viols: 0
  – Vias: 176000
  – Wirelength, routed: 1190000 µm
  – Antenna Nets Post-Route: 0
  – Initial drt markers: 13500
  – Initial DRT Pass Iterations: 8
  – Routed vias/inst: 6.03
  – Routed len/inst: 40.9 µm

Cells and area
  – Sequential Area: 268000 µm²
  – Filler Cell Count: 68900
  – Comb gate area: 71300 µm²
  – Layout cells sized above 1: 26.9%
  – Area Growth Syn to Fin: 15.7%

Final timing
  – Setup ws final: 119180 ps
  – Endpoints failing setup: 0
  – Final slew viol count: 28
  – Unrepaired setup endpoints after global routing: false
  – Final hold viol count: 0
  – Max-Slew Margin vs Limit: -37.2%
  – Fmax: 10.5 MHz
  – Post-route setup TNS: 0 ps
  – Post-layout period usage: 44.4%
  – Actual transition at the worst max-transition pin: 2050 ps
  – Final Skew: 92.6 ps
  – Post-layout min period: 95320 ps

Worst setup path
  – Worst-path cell chain: buf_16 -> buf_4 -> buf_4 -> buf_4 -> buf_4 -> buf_4 -> buf_4 -> buf_4 -> buf_4 -> mux4_2 -> a22o_1 -> a221oi_1 -> a31oi_1 -> a22oi_1 -> buf_4 -> and4_1 -> buf_4 -> o32ai_1 -> clkdlybuf4s50_1
  – Worst EP arrival: 52420 ps
  – R2R setup slack: 206730 ps
  – Crit-path most repeated cell: buf_4
  – Delay-heaviest family, CP: buffers and inverters
  – Slowest cell on crit path: and4_1
  – Max stage delay on crit path: 960 ps
  – Worst Path Max Fanout: 56
  – Startpoint Class: input pin
  – Worst Path Required: 171600 ps
  – CP bufs+invs: 12
  – Kind of critical path: input pin to primary output
  – Crit. End Element: primary output

Placement
  – Detail Placement HPWL: 724000 µm
  – GP Congestion: 0.899
  – Port Buf Inserts: 642
  – Pre-CTS setup slack: 119200 ps

Die
  – I/O Pins: 648
  – Core area: 853000 µm²
  – DIE HEIGHT: 928 µm
  – Chip area: 862000 µm²
  – Die W: 928 µm
  – Floorplan Utilization: 40.2%
  – Row count: 339

Logic synthesis
  – Syn avg cell area: 22.7 µm²
  – Cell Type Count: 60
  – Sequential area share after synthesis: 78.2%
  – Synth area leader: edfxtp_1
  – Most numerous cell in the Yosys netlist: edfxtp_1
  – Synth flops: 8936
  – Yosys Instances: 15100
  – Main synth FF type: edfxtp_1
  – Synthesized instance count: 15100
  – Number of enable flip-flop cells: 8928
  – Top post-synthesis cells by count: edfxtp_1 (8928), mux4_2 (2072), a22oi_1 (620)
  – Top-area cell share: 78.1%
  – Area reported by Yosys stat: 343000 µm²
  – Ys async rst share: 0.0895%
  – Mapped cell area: 343000 µm²
  – Synth Warn #: 3
  – Main area contributors: edfxtp_1 (78%), mux4_2 (14%), a22oi_1 (1.4%), mux2i_1 (0.94%), mux2_4 (0.87%)

Status
  – Failing checks: capacitance limit, slew limit
  – Status: finished, violations left

Job
  – Max-cap violation count: 2
  – OpenROAD warning count: 26

Power
  – PD cells: 9.32 nW/µm²
  – Lkg Pwr: 0.124 µW
  – Peak VDD IR: 10.5 µV
  – Final Power: 3700 µW

Hold path
  – Hold WC Path Type: register to register
final cells by class:
cell class / instances / area share (%)
multi-input cells: 5266 / 18.0
inverters: 4 / 0.00378
clock inverters: 521 / 1.23
repair buffers: 1690 / 3.72
diodes: 302 / 0.190
flip-flops and latches: 8936 / 67.6
well taps: 11400 / 3.60
clock buffers: 1091 / 5.73
tightest hold or removal path: stages, from the launching register on:
cell and delay (ps):
dfstp_2 360, inv_1 50, o21bai_1 70
power by group:
group          switching (µW)  internal [µW]  total [µW]  leakage [µW]
sequential               4.80           1950        1950        0.0806
clock                     668            821        1490        0.0134
combinational             175           85.6         261        0.0303
worst paths after layout:
kind,start,to,depth (start not counted)
max,p1_addr_i[5],p1_data_o[6],19
min,state[0]$_DFF_PN1_,state[0]$_DFF_PN1_,2
max reg2reg,dcache_tag_sram.memory[15][1]$_DFFE_PP_,dcache_data_sram.memory[6][174]$_DFFE_PP_,16
min reg2reg,state[0]$_DFF_PN1_,state[0]$_DFF_PN1_,2
max in group asynchronous,rst_i,state[0]$_DFF_PN1_,1
min in group asynchronous,rst_i,state[2]$_DFF_PN0_,1
cell families after synthesis:
group | Yosys count | synth area share [%]
other | 1 | 0.00109
AOI/OAI and AO/OA | 1647 | 3.60
buffers and inverters | 949 | 1.26
and+or+nand+nor | 895 | 1.16
DFF | 8936 | 78.2
xor gates and xnor gates | 22 | 0.0561
muxes | 2697 | 15.7
metal layers:
layer	routed length (µm)	GRT usage, %
met4	72200	13.8
met5	9620	7.88
met2	519000	40.6
met1	311000	30.0
met3	283000	31.1
registers in the layout, indices dropped and copies added, names as in the netlist:
register,cells
dcache_tag_sram.memory,736
mem_enable,1
dcache_data_sram.memory,8192
state,5
mem_write,1
cache_we,1
placed cells by master (no fill, tap or decap), drive strengths merged, types with 20 or more instances in the layout:
cell           synthesis  layout
o21ai                 92      92
nor3                  36      36
xnor2                 22      22
a22oi                620     620
clkinvlp               0      21
nand4                 24      24
mux2i                321     321
o32ai                 28      28
a22o                 251     251
a31oi                208     208
clkdlybuf4s50          0     621
a221oi               246     246
nor2                 122     122
mux4                2072    2072
diode                  0     302
edfxtp              8928    8928
buf                  538    1069
clkbuf               407    1091
mux2                 304     304
o22ai                165     165
and2                  20      20
bufinv                 0      55
and3                  53      53
nand2                566     566
inv                    4      21
clkinv                 0     428
metrics by stage:
step / hold WS, ps / cells / instance area, µm² / utilization [%]
2_1_floorplan: 441 / 15200 / 343000 / -
3_3_place_gp: 464 / 27300 / 369000 / 43.2
3_5_place_dp: 471 / 27300 / 369000 / 43.2
4_1_cts: 480 / 28900 / 396000 / 46.4
5_1_grt: 513 / 29200 / 397000 / 46.5
6_report: 483 / 29200 / 397000 / 46.5
No activity file was given, so power comes from the tool's default toggle rates.
