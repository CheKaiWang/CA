==> design/flow/design.v <==
module Data_Memory
(
    addr_i,
    data_i,
    MemWrite_i,
    MemRead_i,
    data_o
);
input [31:0] addr_i;
input [31:0] data_i;
input MemWrite_i, MemRead_i;
output [31:0] data_o;
reg [7:0] memory [0:31];
wire [31:0] out;
assign out = {
    memory[addr_i + 3],
    memory[addr_i + 2],
    memory[addr_i + 1],
    memory[addr_i]
};
assign data_o = (MemRead_i) ? out : 32'b0;
always @(*) begin
    if(MemWrite_i) begin
        memory[addr_i + 3] <= data_i[31:24];
        memory[addr_i + 2] <= data_i[23:16];
        memory[addr_i + 1] <= data_i[15:8];
        memory[addr_i] <= data_i[7:0];
    end
end
endmodule
==> design/flow/run.sh <==
#!/bin/bash
# OpenROAD 26Q1-2900-gdf79404cd8, Yosys 0.63+post, stock flow scripts
make -C /OpenROAD-flow-scripts/flow DESIGN_CONFIG=/design/flow/config.mk WORK_HOME=/design/flow/orfs finish
==> design/flow/config.mk <==
export PLATFORM = sky130hd
export DESIGN_NAME = Data_Memory
export DESIGN_NICKNAME = Data_Memory
export VERILOG_FILES = /design/flow/design.v
export SDC_FILE = /design/flow/constraint.sdc
export NUM_CORES = 4
export LEC_CHECK = 1
export CORE_UTILIZATION = 40
==> design/flow/constraint.sdc <==
current_design Data_Memory

set clk_period 11.5
set clk_io_pct 0.2

create_clock -name clk0 -period $clk_period

set non_clock_inputs [all_inputs -no_clocks]
set_input_delay [expr $clk_period * $clk_io_pct] -clock clk0 $non_clock_inputs
set_output_delay [expr $clk_period * $clk_io_pct] -clock clk0 [all_outputs]
==> impl_metrics.csv <==
group,metric,value,unit
timing,fin_crit,10.21,ns
drt,route.detailed.drc,0,
power_and_ir_drop,p_sw,0.9814,mW
grt,overflow,0,
yosys,ys_area,21770,µm²
placed_design,gp_congestion,1.292,
setup_path,cp_slowest_cell,"a211oi_1",
layout,drive_above_1_share,12.45,%
setup_path,critPathRequiredTime,9.20,ns
floorplanning,ios,98,
timing,finalHoldViolCount,0,
power_and_ir_drop,p_sw_share,69.04,%
timing,worst_pin_slew,1.541,ns
timing,unclocked_pins,256,
layout,largest_reg_flops,256,
power_and_ir_drop,finalPower,1.421,mW
floorplanning,fp.dieH,235.3,µm
timing,timing.final.crit_share,88.77,%
placed_design,dp_slack,2.215,ns
setup_path,cp.buffers_inverters,5,
yosys,synth_cells,3036,
setup_path,cp_max_fo,16,
grt,grt_pass1_wl,249300,µm
yosys,top_area_share,17.64,%
run_status,status,"finished, violations left",
yosys,synth.most_common_cell,"nor2_1",
yosys,synth-seq-cells,256,
timing,finalSetupTns,0,ns
setup_path,cp_slowest_stage_delay,1.14,ns
placed_design,post-dp-hpwl,132700,µm
worst_hold_path,hold_depth,4,
setup_path,start_kind,"primary input",
yosys,syn_area,21770,µm²
power_and_ir_drop,power.internal,0.4401,mW
floorplanning,initCoreUtil,40.46,%
yosys,asyncSetResetFlopFracSynth,0,%
grt,grt_pass1_vias,27930,
floorplanning,fp-row-count,85,
placed_design,portBuffers,71,
setup_path,cpLargestDelayFamily,"simple AND/OR/NAND/NOR gates",
setup_path,path_class,"in2out",
power_and_ir_drop,p_leak,10.01,nW
floorplanning,dieWidth,235.3,µm
drt,drtAntennaViolNets,0,
grt,grt_max_degree,42,
yosys,top_cells_by_count,"nor2_1, mux2i_1, dlxtn_1",
drt,wl_per_cell,51.08,µm
run,warnings,62,
placed_design,dpl-instance-area,23570,µm²
yosys,area_leaders,"dlxtn_1, mux2i_1, a211oi_1",
worst_hold_path,min-delay-start,"addr_i[0]",
yosys,top_area_cell,"dlxtn_1",
grt,antenna_found_initial,31,
grt,track_usage,67.83,%
clock_tree,cts_resized,0,
timing,rsz0062_at_grt,"false",
setup_path,crit_path_frequent_cell,"buf_4",
yosys,ff_type,"dlxtn_1",
timing,whs,5.641,ns
timing,clock.fmax,97.96,MHz
worst_hold_path,holdCritPathClass,"in2out",
floorplanning,fp.coreArea,53810,µm²
run_status,violations,"capacitance limit, slew limit",
drt,drt_iter0_drc,6365,
floorplanning,chip_area,55360,µm²
layout,stdcell_area,23680,µm²
worst_hold_path,whs_endpoint,"data_o[16]",
layout,area_growth,8.776,%
drt,routed_via_density,8.632,
clock_tree,cts_hold_repair.buffers,0,
setup_path,arrival,7.91,ns
yosys,synth-edff-count,0,
timing,drv_slew,2,
timing,worst_slack,1.292,ns
drt,dr.pass1.iters,17,
clock_tree,post_cts.repair.setup_buffers,0,
timing,untimed_endpoints,256,
yosys,yosys_warnings,2,
setup_path,path_cells,"buf_2, buf_4, nand3_1, nor2_1, ha_1, buf_4, nand2b_1, nor2_1, buf_4, a22oi_1, nand4_1, a211oi_1, a31oi_1, clkdlybuf4s50_1",
timing,setup_viol,0,
timing,max-slew-margin-rel,-3.348,%
run,max_cap_violations,1,
drt,num_vias,32170,
yosys,synth_cell_types,89,
drt,wl,190400,µm
yosys,avgSynthCellArea,7.171,µm²
setup_path,cp-end-kind,"output port",
layout,largest_registers,"memory: 256 flops",
power_and_ir_drop,peakVddDrop,66.82,µV
yosys,yosys-stat-cells,3036,
power_and_ir_drop,power_density,60.02,nW/µm²
layout,largest_register,"memory",
layout,fill_cells,5344,
placed cells by master, fill, tap and decap left out, types with 38 or more instances in the layout:
cell             count
a211oi_1           214
a21o_1             201
a21oi_1             98
a221oi_1            62
a22o_1              42
a22oi_1            162
a31oi_1             45
buf_4              224
clkdlybuf4s50_1     62
diode_2             42
dlxtn_1            256
mux2_2              38
mux2i_1            296
nand2_1            250
nand3_1             92
nand4_1             40
nor2_1             333
nor3_1              64
o21ai_0            118
final cells by class:
class	count	area [µm²]	area share [%]
sequential	256	3844	16.23
antenna	42	105.1	0.4438
inverter	7	26.28	0.1110
multi-input combinational	2431	16490	69.63
tap	696	870.8	3.677
timing repair buffer	295	2347	9.912
layer usage:
| metal | vias to the layer above | GRT usage (%) | share of wire, % |
|---|---|---|---|
| met3 | 1549 | 53.70 | 20 |
| met1 | 14950 | 73.88 | 33 |
| li1 | 11580 | - | - |
| met5 | - | 29.44 | 0.90 |
| met4 | 48 | 53.36 | 12 |
| met2 | 4047 | 82.13 | 35 |
stage by stage:
step	instances	utilization, %
after floorplan	3036	-
after global placement	3684	43.80
after detailed placement	3684	43.80
after CTS	3684	43.80
after global routing	3699	43.88
final	3727	44.01
worst max path at each step:
stage | startpoint | endpoint | slack, ns | cells after the start
finish | addr_i[2] | data_o[10] | 1.29 | 14
CTS | addr_i[0] | data_o[12] | 2.21 | 13
global route | addr_i[0] | data_o[12] | 1.65 | 13
kinds of logic after synthesis:
| group | share of synthesized area [%] |
|---|---|
| mux | 15.99 |
| latches | 17.64 |
| simple gates | 20.26 |
| buf+inv | 7.293 |
| compound gates | 38.09 |
| fa+ha+maj | 0.2299 |
| xor+xnor | 0.4828 |
